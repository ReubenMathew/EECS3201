<file path="config.mk">
export PLATFORM = sky130hd
export DESIGN_NAME = test2
export DESIGN_NICKNAME = test2
export VERILOG_FILES = /design/flow/design.v
export SDC_FILE = /design/flow/constraint.sdc
export NUM_CORES = 4
export LEC_CHECK = 1
export CORE_AREA = 10 10 70 70
export DIE_AREA = 0 0 80 80
</file>
<file path="constraint.sdc">
current_design test2

set clk_period 1.9
set clk_io_pct 0.2

create_clock -name clk0 -period $clk_period [get_ports {clk}]

set non_clock_inputs [all_inputs -no_clocks]
set_input_delay [expr $clk_period * $clk_io_pct] -clock clk0 $non_clock_inputs
set_output_delay [expr $clk_period * $clk_io_pct] -clock clk0 [all_outputs]
</file>
<file path="design.v">
module test2(clk,a,r);
input clk,a;
output reg[3:0] r = 4'd0;
always @(posedge clk)
begin
	if (a == 0)
	begin
		if (r == 4'd15)
			r <= 0;
		else
			r <= r + 4'd1;
	end
	else
	begin
		if (r == 4'd0)
			r <= 15;
		else
			r <= r - 4'd1;
	end
end
endmodule
</file>
<file path="run.sh">
#!/bin/bash
# OpenROAD 26Q1-2900-gdf79404cd8, Yosys 0.63+post, stock flow scripts
make -C /OpenROAD-flow-scripts/flow DESIGN_CONFIG=/design/flow/config.mk WORK_HOME=/design/flow/orfs finish
</file>
==> reports/qor.yml <==
clock_tree:
  ctsResizeCount: 0
  cts.sink_count: 4
  cts.path.max_buffers: 2
  numCtsBuffers: 3
  post_cts_buffers: 0
  root_buffer: "clkbuf_4"
  clk_pin_slew_ns: 0.03
  cts_hold_buffers: 0
  cts_tree: "built"
  htreeDepth: 1
  clk_latency_ns: 0.23
timing:
  min_period_ns: 1.59
  final.period_utilization_pct: 83.4
  final-hold-violation-count: 0
  setup_tns_ns: 0
  rsz0062_at_grt: "false"
  drv_slew: 0
  setup_viol: 0
  maxSlewHeadroom_pct: 82.2
  final.setup_skew_ns: 0.00364
  whs_ns: 0.471
  worst_pin_slew_ns: 0.267
  timing.fmax_mhz: 631
placement:
  dp_hpwl_um: 375
  gp_congestion: 0.672
  port_buffers: 5
logic_synthesis:
  topCellsByArea: "dfxtp_1, ha_1, inv_1"
  ys_ff: 4
  ys_chip_area_sq_um: 211
  netlist_instances: 23
  ys_cells: 23
  yosysWarnings: 1
  avgSynthCellArea_sq_um: 9.19
  synth.top_cell.area_share_pct: 37.9
  synthTopCellsByCount: "dfxtp_1, inv_1, ha_1, nor2_1"
  synth_top_cell_by_count: "dfxtp_1"
  synth_cell_types: 16
  async_flop_share_pct: 0
  edf_count: 0
  synth_top_flop_cell: "dfxtp_1"
  postSynthSeqShare_pct: 37.9
  synth_area_sq_um: 211
  yosys.area.top_type: "dfxtp_1"
worst_setup_path:
  crit_required_ns: 1.52
  cp_slowest_cell: "clkdlybuf4s50_1"
  crit_fanout: 7
  critPathKind: "reg -> out"
  crit_family: "buffers and inverters"
  arrival_ns: 1.21
  cpPeakStageDelay_ns: 0.53
  critPathCaptureType: "output port"
  worst_r2r_startpoint: "r[0]"
  rr_endpoint: "r[3]"
  crit_chain: "clkdlybuf4s50_1"
  reg2reg_depth: 5
  cp.depth: 1
  crit_buf_inv: 1
  crit_path_start_kind: "register"
  ff2ff_setup_slack_ns: 0.59
power_and_ir_drop:
  power_density_nw_per_um2: 966
  ir_worst_vdd_mv: 0.589
  cellLeakagePower_nw: 0.125
drt:
  drtAntennaViolNets: 0
  post_drt_wl_per_cell_um: 6.65
  drtIter0Drc: 2
  viasPerCell: 2.47
  firstDrtPassIters: 2
  drc: 0
  num_vias: 190
  routed_wl_um: 512
  antennaDiodeCount: 0
run_status:
  status: "completed"
finish:
  largest_reg_flops: 4
  area_growth_pct: 61.5
  largest-register: "r"
  post_route_cells_drive_above_1_share_pct: 9.68
  reg.largest.list: "r (4)"
floorplan:
  die_area_sq_um: 6400
  core_sq_um: 3420
  fp-row-count: 21
  boundaryPins: 6
  die_w_um: 80
  fp-utilization_pct: 6.19
  fp.dieH_um: 80
global_route:
  grt_pass1_vias: 215
  antenna_found_initial: 0
  grt_max_degree: 8
  track_usage_pct: 1.81
  gr-total-overflow: 0
  grt_pass1_wl_um: 903
min_path:
  hold_depth: 1
  hold_class: "reg -> reg"
  worstHoldEndpoint: "r[0]"
  hp-start: "r[0]"
flow_run:
  warnings: 26
  maxCapViolCount: 0
-- worst reg2reg max path, delay by kind of cell, from the launching register on --
family	cells	cell delay, ns
AND-OR/OR-AND	3	0.44
buffers and inverters	1	0.10
adder cells (fa/ha/maj)	1	0.22
flip-flops	1	0.45
-- through the flow --
stage               cell area (sq um)  util (%)  total power [mW]  cells  setup WS [ns]
floorplan                         211         -             0.177     23          0.730
global placement                  319      9.34             0.224     74          0.385
detailed placement                319      9.34             0.230     74          0.330
CTS                               342      10.0             0.338     77          0.302
global route                      342      10.0             0.370     77          0.226
finish                            342      10.0             0.330     77          0.315
-- cell usage in the layout (no fill, tap or decap) --
master and n:
xnor2_1 1, o21bai_1 1, ha_1 2, clkdlybuf4s50_1 5, nand2b_1 1, o211ai_1 1, mux2i_1 1, o31ai_1 1
o311ai_1 1, o21ai_0 1, dfxtp_1 4, nand3b_1 1, a21oi_1 1, xor2_1 1, nor2_1 2, clkbuf_4 3
inv_1 3, nand3_1 1
-- cells by family (layout without fill, tap and decap cells) --
group / after synthesis / in the layout / share of synthesized area, %
buffers and inverters: 3 / 11 / 5.33
muxes: 1 / 1 / 4.73
and+or+nand+nor: 5 / 5 / 12.4
adders and majority gates: 2 / 2 / 11.8
xor gates and xnor gates: 2 / 2 / 8.29
DFF: 4 / 4 / 37.9
AOI/OAI and AO/OA: 6 / 6 / 19.5
-- power by group --
group | total [mW] | internal [mW] | switching, mW
Combinational | 0.0965 | 0.0655 | 0.0310
Sequential | 0.130 | 0.104 | 0.0267
Clock | 0.103 | 0.0705 | 0.0325
-- layout make-up --
| type | count | area (sq um) |
|---|---|---|
| multi-input combinational | 16 | 120 |
| inverter | 3 | 11.3 |
| tap | 46 | 57.6 |
| fill | 409 | 3070 |
| clock buffer | 3 | 22.5 |
| timing repair buffer | 5 | 50.0 |
| sequential | 4 | 80.1 |
-- metal layers --
| metal | share of wire, % | track usage, % |
|---|---|---|
| met1 | 52 | 1.93 |
| met2 | 30 | 2.25 |
| met3 | 18 | 2.27 |
| met4 | 0 | 0.176 |
| met5 | 0 | 0 |
-- worst max path at each step --
stage                 from  endpoint  slack, ns
after CTS             r[2]      r[2]       0.30
after global routing  r[2]      r[2]       0.23
final                 r[0]      r[0]       0.31
No activity file was given, so power comes from the tool's default toggle rates.
