**design/flow/constraint.sdc**
```tcl
current_design Lab2

set clk_period 1.4
set clk_io_pct 0.2

create_clock -name clk0 -period $clk_period

set non_clock_inputs [all_inputs -no_clocks]
set_input_delay [expr $clk_period * $clk_io_pct] -clock clk0 $non_clock_inputs
set_output_delay [expr $clk_period * $clk_io_pct] -clock clk0 [all_outputs]
```
**design/flow/config.mk**
```make
export PLATFORM = sky130hd
export DESIGN_NAME = Lab2
export DESIGN_NICKNAME = Lab2
export VERILOG_FILES = /design/flow/design.v
export SDC_FILE = /design/flow/constraint.sdc
export NUM_CORES = 4
export LEC_CHECK = 1
export CORE_AREA = 10 10 70 70
export DIE_AREA = 0 0 80 80
```
**design/flow/design.v**
```verilog
module Lab2
(
    input[3:0]      bin_data,      
    output reg[6:0] seg_data,       
    output reg[5:0] seg_sel          
);
wire A,B,C,D;
assign A = bin_data[3];
assign B = bin_data[2];
assign C = bin_data[1];
assign D = bin_data[0];
always@(*)
begin
	seg_sel = 6'b011_111;
	seg_data[6] = (~A&~B&~C) | ~A&B&C&D | A&B&~C&~D;
	seg_data[5] = (~A&~B&D) | (~A&~B&C) | (~A&C&D) | (A&B&~C&D);
	seg_data[4] = (~A&D) | (~A&B&~C) | (~B&~C&D);
	seg_data[3] = (~A&~B&~C&D) | (~A&B&~C&~D) + (B&C&D) + (A&~B&C&~D);
	seg_data[2] = (~A&~B&C&~D) | (A&B&~D) | (A&B&C);
	seg_data[1] = (~A&B&~C&D) | (B&C&~D) | (A&B&~D) | (A&C&D);
	seg_data[0] = (~A&~B&~C&D) | (~A&B&~C&~D) | (A&B&~C&D) | (A&~B&C&D);
end
endmodule
```
**design/flow/run.sh**
```bash
#!/bin/bash
# OpenROAD 26Q1-2900-gdf79404cd8, Yosys 0.63+post, stock flow scripts
make -C /OpenROAD-flow-scripts/flow DESIGN_CONFIG=/design/flow/config.mk WORK_HOME=/design/flow/orfs finish
```
==> deck_impl_summary.md <==
Key Metrics from the Run

Outcome
  – Run status: complete, no violations

Floorplan
  – Die height: 80 um
  – I/O pins: 17
  – # rows: 21
  – Die Area: 6400 um^2
  – Pre-placement core utilization: 0.07802
  – Width of the die: 80 um
  – Area of the core: 3416 um^2

Logic synthesis
  – Adders+Majority by Area: 0
  – Mean instance size in the synthesized netlist: 6.198 um^2
  – Ranking of synthesized cells by area: buf_4 (20%), nand3_1 (9.4%), o21ai_1 (9.4%), xor2_2 (6.1%), a21oi_1 (5.6%)
  – Share of the synthesized netlist area taken by xor and xnor gates: 0.06103
  – Synthesized area: 266.5 um^2
  – Cell Type Count: 22
  – Count of synthesis-stage warnings from yosys: 1
  – Synth Seq Share: 0
  – Yosys-reported design area after synthesis: 266.5 um^2
  – Area share of and/or/nand/nor cells after synthesis: 0.3756
  – Cell count listed in synth_stat.txt: 43
  – Count of mapped cells out of synthesis: 43
  – Area fraction in compound gates after synthesis: 0.2300
  – Post-synthesis cell type with the largest combined area: buf_4
  – Portion of synthesized cell area occupied by the leading cell type: 0.1972
  – Multiplexer area fraction after synthesis: 0
  – Largest logic family: simple AND/OR/NAND/NOR gates

Global routing
  – Via count of the first global-routing pass: 350
  – Number of antenna violations at the first check in global routing: 0
  – Wire length of the first global-routing pass: 1683 um
  – Combined global-route utilization of all metal layers: 0.03074
  – Remaining global-route overflow: 0
  – Maximum number of pins on one net before global-route repair: 9

Drt
  – Drt pass-1 iters: 3
  – Number of vias per cell after detailed routing: 3.118
  – Post-route ant nets: 0
  – Detailed-route via count: 343
  – Total detailed-routing wirelength: 965 um
  – 1st-iter DRT viols: 65
  – Number of diodes added for antenna fixing: 0
  – Wire length per cell after detailed routing: 8.773 um
  – Remaining routing DRC violations: 0

Worst setup path
  – Category of the critical setup timing path: in2out
  – Worst endpoint required time: 1.12 ns
  – Type of destination of the critical path: output pin
  – Maximum net fanout on the critical path: 4
  – Slowest library cell on the worst path: a22o_1
  – WP data arrival: 1.08 ns
  – Crit path cell chain: buf_8 > buf_6 > buf_6 > xor2_2 > o21ai_1 > a22o_1 > buf_2
  – Cell repeated most along the worst path: buf_6
  – Max stage delay on crit path: 0.19 ns
  – Sort of element at the start of the critical path: input pin

Pwr
  – Static Leak: 0.0002381 uW
  – Worst-case vdd ir drop: 0.05530 mV
  – Power per cell area: 262.2 nW/um^2
  – Overall power consumption: 134.9 uW

Finish
  – Filler cell count in the final layout: 396
  – Share of cells above drive strength 1: 0.5313
  – Number of sequential cells: 0
  – Sequential standard cell area: 0 um^2
  – Clock Buffer Count: 0
  – Final standard cell utilization of the core: 0.1505
  – Area added between synthesis and finish: 92.96%

STA
  – RSZ-0062 raised after global routing: true
  – Post-layout min period: 1.361 ns
  – Final period util: 0.9719
  – Fmax: 0.7349 GHz
  – Max-slew violation total from the final report: 0
  – Final hold viol count: 0
  – Setup-failing EPs final: 0

Job
  – Stage-log warning count: 33
  – Number of maximum-capacitance constraint violations: 0

Placement
  – Number of input and output port buffers inserted: 11
  – Global placer's final weighted congestion: 0.6794

Hold path
  – Count of cells along the worst hold path: 4
  – Kind of path behind the tightest hold check: in2out

CTS
  – Post-cts hold-fix buffer tally: 0
synthesized netlist by cell type, drive strengths merged, types with 2 or more instances:
| master | number |
|---|---|
| a21oi | 3 |
| and2b | 2 |
| buf | 10 |
| conb | 2 |
| inv | 2 |
| nand2 | 2 |
| nand3 | 5 |
| nor2 | 2 |
| o21ai | 5 |
cell usage in the layout, fill, tap and decap left out, types with 2 or more instances in the layout:
master    count
buf_4         9
buf_6         7
conb_1        6
buf_2         6
nand3_1       5
o21ai_1       4
a21oi_2       2
nand2_1       2
clkbuf_2      2
power breakdown:
part           internal, uW  switching [uW]  total, uW
logic                  78.9            56.0        135
clock network             0               0          0
registers                 0               0          0
total                  78.9            56.0        135
cell families after synthesis:
kind of cell	count (synthesis)
other	2
AND-OR/OR-AND	11
buffers and inverters	12
AND/OR/NAND/NOR	17
XOR/XNOR	1
metal layers:
layer	up-vias	track usage	wire length [um]
li1	179	-	-
met2	11	0.04735	412
met4	0	0	0
met1	153	0.04494	486
met5	-	0	0
met3	0	0.006818	66
worst max-delay path, delay by kind of cell:
family	cells	cell delay, ns
buffers and inverters	4	0.44
AOI/OAI and AO/OA	2	0.25
xor gates and xnor gates	1	0.11
path summary, 6_finish.rpt:
kind	from	slack [ns]	endpoint
worst min-delay path	bin_data[1]	0.94	seg_data[3]
worst max-delay path	bin_data[2]	0.04	seg_data[0]
per-stage QoR:
stage               std cells  hold slack, ns  TNS (ns)  setup slack, ns  instance area [um^2]
finish                    110          0.9365         0          0.03935                 514.2
global route              110          0.9917  -0.03010         -0.01885                 514.2
global placement          101           1.609    -4.271          -0.6514                 427.9
CTS                       110          0.9369         0         0.005318                 500.5
detailed placement        101           1.618    -4.412          -0.6703                 427.9
floorplan                  47          0.6948         0           0.3547                 281.5
final cells by class:
cell class	count	area, um^2	share of cell area
Timing Repair Buffer	27	220.2	0.4282
Multi-Input combinational cell	35	229.0	0.4453
Tap cell	46	57.56	0.1119
Inverter	2	7.507	0.01460
what timing repair did:
item | in CTS | in global routing
gates cloned | 1 | 0
endpoints found under the setup margin | 7 | 6
pin swaps | 5 | 5
buffers inserted | 8 | 0
resized | 44 | 9
Power and IR drop assume default switching activity.
